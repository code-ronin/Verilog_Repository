==> flow/config.mk <==
export PLATFORM = sky130hd
export DESIGN_NAME = Stage_1
export DESIGN_NICKNAME = Stage_1
export VERILOG_FILES = /design/flow/design.v
export SDC_FILE = /design/flow/constraint.sdc
export NUM_CORES = 4
export LEC_CHECK = 1
export CORE_AREA = 10 10 102 102
export DIE_AREA = 0 0 112 112
==> flow/run.sh <==
#!/bin/bash
# OpenROAD 26Q1-2900-gdf79404cd8, Yosys 0.63+post, stock flow scripts
make -C /OpenROAD-flow-scripts/flow DESIGN_CONFIG=/design/flow/config.mk WORK_HOME=/design/flow/orfs finish
==> flow/design.v <==
`timescale 1ns / 1ps
module Stage_1(InstrIn, Clk, Reset,
					Instr_1);
input	[31:0] InstrIn;
input	Clk, Reset;
output reg [31:0] Instr_1;
always @(posedge Clk)
		if (Reset)
		begin
			Instr_1 <= 0;
		end
		else
		begin
			Instr_1 <= InstrIn;
		end
endmodule
==> flow/constraint.sdc <==
current_design Stage_1

set clk_period 1.0
set clk_io_pct 0.2

create_clock -name clk0 -period $clk_period [get_ports {Clk}]

set non_clock_inputs [all_inputs -no_clocks]
set_input_delay [expr $clk_period * $clk_io_pct] -clock clk0 $non_clock_inputs
set_output_delay [expr $clk_period * $clk_io_pct] -clock clk0 [all_outputs]
==> results.sh <==
# yosys + openroad results
export IMPL_ctsHoldBuffers=0
export IMPL_grt_use_total_pct=4.195
export IMPL_post_cts_setup_buffer_count=0
export IMPL_drt_pass1_iterations=2
export IMPL_final_period_minus_worst_setup_slack_ns=0.9598
export IMPL_warning_count=25
export IMPL_route_vias_total=678
export IMPL_floorplanUtilization_pct=10.51
export IMPL_avgViaCountPerCell=2.779
export IMPL_synth_largest_area_cell="dfxtp_1"
export IMPL_route_detailed_drc=0
export IMPL_timing_critical_path_slowest_cell_delay_ns=0.32
export IMPL_synth_flops=32
export IMPL_cts_buffers=5
export IMPL_cell_family_with_the_largest_share_of_critical_path_delay="flip-flops"
export IMPL_largest_register_ff_count=32
export IMPL_setup_tns_final_ns=0
export IMPL_numPlacedInstances=236
export IMPL_clk_root_buffer_cell="clkbuf_8"
export IMPL_count_of_unique_library_cells_instantiated_by_yosys=3
export IMPL_vdd_drop_max_mv=0.6122
export IMPL_critical_path_peak_fanout=1
export IMPL_worstSetupStartpointType="flop"
export IMPL_most_frequently_placed_logic_cells_in_the_final_layout="clkdlybuf4s50_1, nor2b_1, dfxtp_1, clkdlybuf4s15_1, clkbuf_2"
export IMPL_crit_chain="clkdlybuf4s15_1"
export IMPL_yosys_stat_cell_total=67
export IMPL_timing_final_hold_violations=0
export IMPL_syn_inst=67
export IMPL_worst_hold_slack_ns=0.4637
export IMPL_synth_yosys_chip_area_sq_um=863.3
export IMPL_regMostFlops="Instr_1"
export IMPL_syn_area_sq_um=863.3
export IMPL_timing_critical_path_slowest_stage_cell="dfxtp_2"
export IMPL_gr_total_overflow=0
export IMPL_timing_setup_critical_path_class="reg -> out"
export IMPL_place_worst_setup_slack_ns=-0.1420
export IMPL_clkSinkCount=32
export IMPL_gp_congestion=0.6787
export IMPL_relSlewSlack_pct=86.47
export IMPL_placeableCoreArea_sq_um=8217
export IMPL_tightestPinTransition_ns=0.2023
export IMPL_hold_depth=2
export IMPL_reg_largest_list="Instr_1 (32)"
export IMPL_top_cells_by_area="dfxtp_1, nor2b_1, buf_4"
export IMPL_placement_io_buffers=65
export IMPL_slew_viol_final=0
export IMPL_avgSynthCellArea_sq_um=12.89
export IMPL_hold_path_class="in -> reg"
export IMPL_avgRoutedWirePerCell_um=11.34
export IMPL_layout_filler_cells=893
export IMPL_cts_max_level=2
export IMPL_placedInstanceArea_sq_um=1663
export IMPL_max_clock_freq_ghz=1.042
export IMPL_grt_pass1_vias=712
export IMPL_layout_core_utilization_pct=20.71
export IMPL_floorplan_die_area_sq_um=12540
export IMPL_grt_start_max_net_pins=21
export IMPL_timing_critical_path_to_type="output port"
export IMPL_status="complete, no violations"
export IMPL_critical_path_buf_inv_count=1
export IMPL_finish_cell_count_without_fillers=244
export IMPL_worst_path_clk_slew_ns=0.07
export IMPL_min_delay_src="InstrIn[5]"
export IMPL_pin_count=66
export IMPL_crit_required_ns=0.80
export IMPL_grt_antenna_before_repair=0
export IMPL_total_detailed_routing_wirelength_mm=2.768
export IMPL_area_growth_syn_to_layout_pct=97.10
export IMPL_grt_pass1_wl_mm=4.229
export IMPL_post_layout_total_power_mw=2.854
export IMPL_dr_first_iter_drc_count=11
export IMPL_worst_ep_arrival_time_ns=0.76
export IMPL_antennaDiodeCount=0
export IMPL_synthesis_yosys_warnings=1
export IMPL_hold_path_endpoint="Instr_1[5]"
export IMPL_final_layout_size_suffix_gt1_share_pct=28.06
export IMPL_synthDominantCellAreaShare_pct=74.20
export IMPL_postRouteAntennaNets=0
export IMPL_setup_slack_ns=0.04021
export IMPL_fin_area_sq_um=1702
export IMPL_p_per_area_nw_per_um2=1677
export IMPL_p_leak_nw=0.6874
export IMPL_rsz_0062_raised_after_global_routing="no"
export IMPL_clock_path_buffers=2
export IMPL_floorplan_rows=33
export IMPL_drv_max_cap_violation_count=0
export IMPL_finalClockPeriodUsage_pct=95.98
export IMPL_floorplan_die_width_um=112
export IMPL_layout_top_cell_excl_fill_tap="clkdlybuf4s50_1"
export IMPL_fp_dieH_um=112
export IMPL_clock_tree_from_tritoncts="yes"
export IMPL_postSynthSeqShare_pct=74.20
export IMPL_timing_final_setup_violations=0
## layer usage
layer / up-vias / GRT usage (%) / share of wire [%]
met5: - / 0 / 0
met4: 0 / 0.4230 / 0
li1: 340 / - / -
met3: 0 / 2.606 / 11
met2: 35 / 6.527 / 46
met1: 303 / 5.002 / 42
## cell usage after synthesis
master and instances:
buf_4 3, dfxtp_1 32, nor2b_1 32
## worst max path at each step
stage / from / to / slack, ns / cells after the start
CTS: Instr_1[31] / Instr_1[31] / 0.002 / 1
global route: Instr_1[23] / Instr_1[23] / 0.0007 / 1
finish: Instr_1[23] / Instr_1[23] / 0.04 / 1
## repair_timing
action,in CTS,in global routing
endpoints found under the setup margin,32,19
pin swaps,0,0
gates resized,71,26
## final cells by class
type | count | area [sq um] | area share [%]
Clock buffer | 6 | 72.57 | 4.265
Tap cell | 105 | 131.4 | 7.721
Sequential cell | 32 | 656.9 | 38.60
Multi-Input combinational cell | 32 | 200.2 | 11.76
Clock inverter | 2 | 35.03 | 2.059
Timing Repair Buffer | 67 | 605.6 | 35.59
## power breakdown
part | internal [mW] | leakage [nW] | switching [mW] | total, mW
Sequential | 1.35 | 0.270 | 0.0160 | 1.36
Combinational | 0.216 | 0.362 | 0.0626 | 0.278
Clock | 0.739 | 0.0552 | 0.473 | 1.21
Total | 2.30 | 0.687 | 0.552 | 2.85
## logic make-up after synthesis
kind of cell           count (synthesis)  synth area share (%)
DFF                                   32                 74.20
and+or+nand+nor                       32                 23.19
buffers and inverters                  3                 2.609
No activity file was given, so power comes from the tool's default toggle rates.
