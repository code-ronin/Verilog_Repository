==> flow/design.v <==
`timescale 1ns / 1ps
module TimedRCA_64bit(output [63:0] sum, output cout, input [63:0] a, b, input cin
    );
	wire c0;
	TimedRCA_32bit FBR0 (sum[31:0], c0, a[31:0], b[31:0], cin);
	TimedRCA_32bit FBR1 (sum[63:32], cout, a[63:32], b[63:32], c0);
endmodule
module TimedRCA_32bit(output [31:0] sum, output cout, input [31:0] a, b, input cin
    );
	wire c0;
	TimedRCA_16bit FBR0 (sum[15:0], c0, a[15:0], b[15:0], cin);
	TimedRCA_16bit FBR1 (sum[31:16], cout, a[31:16], b[31:16], c0);
endmodule
module TimedRCA_16bit(output [15:0] sum, output cout, input [15:0] a, b, input cin
    );
	wire c0;
	TimedRCA_8bit FBR0 (sum[7:0], c0, a[7:0], b[7:0], cin);
	TimedRCA_8bit FBR1 (sum[15:8], cout, a[15:8], b[15:8], c0);
endmodule
module TimedRCA_8bit(output [7:0] sum, output cout, input [7:0] a, b, input cin
    );
	wire c0;
	TimedRCA_4bit FBR0 (sum[3:0], c0, a[3:0], b[3:0], cin);
	TimedRCA_4bit FBR1 (sum[7:4], cout, a[7:4], b[7:4], c0);
endmodule
module TimedRCA_4bit(output [3:0] sum, output cout, input [3:0] a, b, input cin
    );
	wire c0,c1,c2;
	Timed_FullAdder FA0 (sum[0], c0, a[0], b[0], cin);
	Timed_FullAdder FA1 (sum[1], c1, a[1], b[1], c0);
	Timed_FullAdder FA2 (sum[2], c2, a[2], b[2], c1);
	Timed_FullAdder FA3 (sum[3], cout, a[3], b[3], c2);
endmodule
module Timed_FullAdder(
	 output sum, carry, input a, b, cin
    );
	wire xor1, and1, and2;
	Timed_XorGate 	x1 (xor1,a,b);
	Timed_XorGate	x2 (sum,xor1,cin);
	and 	#1	(and1, xor1,cin);
	and 	#1	(and2, a,b);
	or 	#1	(carry, and1, and2);
endmodule
module Timed_XorGate(output out, input a, b
    );
	wire a0, b0;
	wire and1, and2;
	not (a0, a);
	not (b0, b);
	and #1	(and1, a0, b);
	and #1	(and2, a, b0);
	or  #1	(out, and1, and2);	 
endmodule
==> flow/run.sh <==
#!/bin/bash
# OpenROAD 26Q1-2900-gdf79404cd8, Yosys 0.63+post, stock flow scripts
make -C /OpenROAD-flow-scripts/flow DESIGN_CONFIG=/design/flow/config.mk WORK_HOME=/design/flow/orfs finish
==> flow/config.mk <==
export PLATFORM = sky130hd
export DESIGN_NAME = TimedRCA_64bit
export DESIGN_NICKNAME = TimedRCA_64bit
export VERILOG_FILES = /design/flow/design.v
export SDC_FILE = /design/flow/constraint.sdc
export NUM_CORES = 4
export LEC_CHECK = 1
export CORE_AREA = 10 10 125 125
export DIE_AREA = 0 0 135 135
==> flow/constraint.sdc <==
current_design TimedRCA_64bit

set clk_period 62.5
set clk_io_pct 0.2

create_clock -name clk0 -period $clk_period

set non_clock_inputs [all_inputs -no_clocks]
set_input_delay [expr $clk_period * $clk_io_pct] -clock clk0 $non_clock_inputs
set_output_delay [expr $clk_period * $clk_io_pct] -clock clk0 [all_outputs]
==> impl_metrics.csv <==
group,metric,value,unit
status,status,"complete, no violations",
critical_path,crit_top_cell,"fa_1",
synthesis,syn_area_per_cell,13.4,µm²
synthesis,ys_seq_share,0,%
drt,drtPass1Iterations,4,
final_timing,timing.final.crit_share,82.4,%
power,ir_worst_vdd,0.00000527,V
global_routing,overflow,0,
critical_path,cp-end-kind,"output pin",
drt,detail_route.vias_per_cell,3.23,
die,die_y,135,µm
finish,nClkBuffers,0,
min_path,whs_path_depth,5,
run,tool_warnings,32,
placed_design,io_buffer_count,194,
critical_path,slowest_delay,460,ps
placed_design,dp.cells,435,
finish,drive_gt1_share,0,%
final_timing,fin_setup_tns,0,ps
clock_network,cts_resized,0,
critical_path,cp_data_arrival_time,38980,ps
die,die_w,135,µm
clock_network,hold_buffers,0,
final_timing,slew_viol_final,0,
power,p_leak,1.25,nW
global_routing,grt_max_degree,2,
global_routing,antenna_found_initial,0,
synthesis,synth_cell_types,3,
critical_path,cp-start-kind,"primary input",
global_routing,grtUsageTotal,7.59,%
min_path,holdCritPathClass,"in -> out",
min_path,min_from,"b[63]",
global_routing,grt_pass1_wl,10500,µm
finish,final_cells,435,
drt,ant_nets,0,
min_path,holdPathEnd,"sum[63]",
finish,area_delta_synth_final,94.2,%
placed_design,hpwl,6900,µm
drt,drcViolationCount,0,
drt,initialDrtViolationCount,6,
die,row_count,41,
critical_path,path_buffers,4,
finish,regArea,0,µm²
final_timing,finalHoldViolations,0,
synthesis,syn-cell-area,1780,µm²
drt,antenna_cells,0,
global_routing,grt_pass1_vias,1764,
critical_path,path_delay_family,"adder cells",
critical_path,crit_required,50000,ps
die,dieArea,18200,µm²
synthesis,syn_inst,133,
drt,routed-via-count,1407,
die,core-area,12800,µm²
critical_path,slowest_stage,"clkdlybuf4s50_1",
final_timing,worst_pin_slew,148,ps
clock_network,postCtsSetupBuffers,0,
placed_design,gp_congestion,0.889,
power,power_density,10.1,nW/µm²
final_timing,slew_headroom,90.1,%
critical_path,path_max_fanout,1,
drt,wl,7030,µm
synthesis,yosysWarningCount,0,
synthesis,ys_cells,133,
synthesis,yosys.stat.chipArea,1780,µm²
drt,drt-wirelength-per-cell,16.2,µm
run,maxCapViolCount,0,
critical_path,crit_type,"in -> out",
final_timing,min_period,51480,ps
final_timing,fmax,19.4,MHz
final_timing,rsz0062_at_grt,"no",
finish,fillCellCount,1331,
finish,flops,0,
die,io_pins,194,
final_timing,setup_viol,0,
power,fin_total_pwr,0.0351,mW
die,initCoreUtil,13.9,%
## worst max-delay path by stage
stage	startpoint	to	slack, ps	depth (start not counted)
after CTS	a[0]	sum[63]	10810	68
after global routing	a[0]	sum[63]	10220	68
final	a[0]	sum[63]	11020	68
## placed cells by master, fill, tap and decap left out
| cell | instances |
|---|---|
| clkdlybuf4s50_1 | 194 |
| fa_1 | 64 |
| inv_1 | 5 |
## stage by stage
step	utilization, %	setup WS [ps]	area, µm²	hold slack, ps
after global placement	27.1	10920	3460	26070
after floorplan	-	12970	1780	25210
final	27.1	11020	3460	26070
after detailed placement	27.1	10850	3460	26070
after CTS	27.1	10810	3460	26080
after global routing	27.1	10220	3460	26120
## power by group
group	total, mW	internal, mW	switching (mW)
sequential	0	0	0
combinational	0.0351	0.0256	0.00949
clock	0	0	0
## cell families (layout without fill, tap and decap cells)
family | Yosys count | after routing | synth area share, %
adder cells (fa/ha/maj) | 64 | 64 | 72.0
buffers and inverters | 69 | 199 | 28.0
## cell type report
class / count / area [µm²] / area share, %
Timing Repair Buffer: 194 / 1940 / 56.2
Multi-Input combinational cell: 64 / 1280 / 37.1
Tap cell: 172 / 215 / 6.23
Inverter: 5 / 18.8 / 0.543
## cell usage after synthesis (all sizes together)
cell,number,area share (%)
buf,64,27
inv,5,1.1
fa,64,72
## worst min-delay path, stage by stage
cell	delay [ps]
clkdlybuf4s50_1	390
inv_1	70
fa_1	160
inv_1	40
clkdlybuf4s50_1	400
## layer usage
| layer | track usage, % | wire length, µm | vias to the layer above |
|---|---|---|---|
| met3 | 6.10 | 1680 | 0 |
| met5 | 0 | 0 | - |
| met1 | 8.54 | 2470 | 644 |
| met2 | 11.8 | 2870 | 173 |
| li1 | - | - | 590 |
| met4 | 0 | 0 | 0 |
Power and IR drop assume default switching activity.
