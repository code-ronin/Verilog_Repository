$ cat flow/config.mk
export PLATFORM = sky130hd
export DESIGN_NAME = Finite_State_Machine
export DESIGN_NICKNAME = Finite_State_Machine
export VERILOG_FILES = /design/flow/design.v
export SDC_FILE = /design/flow/constraint.sdc
export NUM_CORES = 4
export LEC_CHECK = 1
export CORE_AREA = 10 10 70 70
export DIE_AREA = 0 0 80 80
$ cat flow/constraint.sdc
current_design Finite_State_Machine

set clk_period 1.0
set clk_io_pct 0.2

create_clock -name clk0 -period $clk_period [get_ports {clk}]

set non_clock_inputs [all_inputs -no_clocks]
set_input_delay [expr $clk_period * $clk_io_pct] -clock clk0 $non_clock_inputs
set_output_delay [expr $clk_period * $clk_io_pct] -clock clk0 [all_outputs]
$ cat flow/design.v
`timescale 1ns / 1ps
module Finite_State_Machine(out , in , clk, reset
    );
input 	clk, reset;
input 	[5:0] in;	 
output	reg [3:0] out;	 
reg		[3:0] state;
reg		[3:0] next_state;
	initial begin
		state = 4'd0;
		next_state = 4'd0;
	end
	always @ (posedge clk)
		state = next_state;
	always @(state)
		begin 
			case (state)
				4'd0: out = 4'd0;
				4'd1: out = 4'd1;
				4'd2: out = 4'd2;
				4'd3: out = 4'd3;
				4'd4: out = 4'd4;
				4'd5: out = 4'd5;
				4'd6: out = 4'd6;
				4'd7: out = 4'd7;
				4'd8: out = 4'd8;
				4'd9: out = 4'd9;
			default: out = state;
		endcase
	end
	always @ (reset or state or in)
	begin
		if (reset)
			next_state = state;
		else
		case (state)
			4'd0: next_state = 4'd1;
			4'd1: if ((in == 6'b 100011) || (in == 6'b 101011)) 
						next_state = 4'd2;
					else if	(in == 6'b 000000)						 
						next_state = 4'd6;
					else if	(in == 6'b 000100)						 
						next_state = 4'd8;
					else if (in == 6'b 000010)							 
						next_state = 4'd9;
					else
						next_state = state;
			4'd2: if	(in == 6'b 100011)			 
						next_state = 4'd3;	
					else if (in == 6'b 101011)		 
						next_state = 4'd5;
					else
						next_state = 4'd2;
			4'd3: next_state = 4'd4;
			4'd4: next_state = 4'd0;
			4'd5: next_state = 4'd0;
			4'd6: next_state = 4'd7;
			4'd7: next_state = 4'd0;
			4'd8: next_state = 4'd0;
			4'd9: next_state = 4'd0;
		endcase
		end
endmodule
$ cat flow/run.sh
#!/bin/bash
# OpenROAD 26Q1-2900-gdf79404cd8, Yosys 0.63+post, stock flow scripts
make -C /OpenROAD-flow-scripts/flow DESIGN_CONFIG=/design/flow/config.mk WORK_HOME=/design/flow/orfs finish
==> impl_metrics.sql <==
-- physical implementation figures
INSERT INTO impl_metrics (metric_group, metric, value, unit) VALUES
('run_status', 'run_status', 'finished, final reports clean', ''),
('detailed_routing', 'ant_nets', '0', ''),
('pwr', 'power.internal', '333', 'uW'),
('timing', 'unclocked_regs', '4', ''),
('worst_setup_path', 'critPathLaunch', 'state[0]', ''),
('floorplan', 'die-area', '6400', 'sq um'),
('timing', 'final-hold-violation-count', '0', ''),
('worst_setup_path', 'cp_slowest_cell', 'sky130_fd_sc_hd__dfxtp_2', ''),
('yosys', 'ys_types', '32', ''),
('place', 'port-buffer-count', '11', ''),
('yosys', 'synth.yosys.chip_area', '412', 'sq um'),
('yosys', 'synth_instances', '50', ''),
('grt', 'first_pass_grt_wire_length', '1.77', 'mm'),
('worst_setup_path', 'critical_path.max_stage_delay', '0.31', 'ns'),
('cts', 'cts_inserted_buffers', '3', ''),
('grt', 'grt_overflow', '0', ''),
('min_path', 'whs_endpoint', 'out[1]', ''),
('worst_setup_path', 'crit_family', 'flip-flops', ''),
('worst_setup_path', 'cp.arrival', '0.77', 'ns'),
('yosys', 'synthDominantCellAreaShare', '19.5', '%'),
('timing', 'clock.fmax', '1030', 'MHz'),
('yosys', 'synth.cells.most_frequent', '4 x sky130_fd_sc_hd__clkbuf_1, 4 x sky130_fd_sc_hd__dfxtp_1, 4 x sky130_fd_sc_hd__dlxtn_1, 4 x sky130_fd_sc_hd__nor2_1, 3 x sky130_fd_sc_hd__a21oi_1', ''),
('yosys', 'avgSynthCellArea', '8.23', 'sq um'),
('min_path', 'hold_path_class', 'reg -> out', ''),
('pwr', 'p_clk_share', '47.1', '%'),
('timing', 'finalClockPeriodUsage', '96.9', '%'),
('grt', 'grt_util_overall', '3.32', '%'),
('detailed_routing', 'totalWireLength', '1.02', 'mm'),
('timing', 'timing.final.setup_violations', '0', ''),
('cts', 'cts_root_buffer', 'sky130_fd_sc_hd__clkbuf_4', ''),
('timing', 'setup_slack', '0.0314', 'ns'),
('yosys', 'ys.warnings.count', '1', ''),
('job', 'warnings', '25', ''),
('worst_setup_path', 'crit_path_max_fanout', '2', ''),
('worst_setup_path', 'cp.buffers_inverters', '1', ''),
('place', 'hpwlAfterDp', '834', 'um'),
('detailed_routing', 'via_density_per_instance', '3.84', ''),
('worst_setup_path', 'worst_ep_required_time', '0.80', 'ns'),
('timing', 'setup_repair_after_global_routing_missed_its_margin', 'false', ''),
('grt', 'global_route.peak_usage_layer', 'met1', ''),
('detailed_routing', 'wl_per_cell', '9.48', 'um'),
('floorplan', 'starting_density_of_the_core', '12.1', '%'),
('detailed_routing', 'dr_total_vias', '415', ''),
('yosys', 'synth_flop_count', '8', ''),
('yosys', 'ys_dominant_reg_cell', 'sky130_fd_sc_hd__dlxtn_1', ''),
('pwr', 'p_sw', '98.1', 'uW'),
('grt', 'grt_util_met2', '3.21', '%'),
('cts', 'htree_levels', '1', ''),
('detailed_routing', 'drcViolationCount', '0', ''),
('cts', 'clk_pin_slew_worst_paths', '0.04', 'ns'),
('cts', 'cts-root-to-sink-buffers', '2', ''),
('yosys', 'ys_cells', '50', ''),
('grt', 'largest_net_degree_at_the_start_of_global_routing', '11', ''),
('yosys', 'synth.largest_area_cell', 'sky130_fd_sc_hd__dfxtp_1', ''),
('job', 'tally_of_max_capacitance_violations', '0', ''),
('pwr', 'leakage', '0.000232', 'uW'),
('grt', 'number_of_global_route_vias_before_repair', '394', ''),
('timing', 'post-route-min-period', '0.969', 'ns'),
('floorplan', 'die_span_y', '80', 'um'),
('floorplan', 'num_rows', '21', ''),
('floorplan', 'die_w', '80', 'um'),
('timing', 'slew_headroom', '59.9', '%'),
('worst_setup_path', 'startpoint_type_of_the_worst_setup_path', 'flop', ''),
('cts', 'tritoncts', 'yes', ''),
('detailed_routing', 'drt_first_pass_iters', '4', ''),
('grt', 'number_of_antenna_violations_at_the_first_check_in_global_routing', '0', ''),
('pwr', 'comb_power_share', '15.5', '%'),
('layout', 'layout-drive-gt1-share', '27.4', '%'),
('timing', 'endpoints_left_unconstrained', '8', ''),
('yosys', 'count_of_library_flops_with_an_enable_pin', '0', '');
-- kinds of logic after synthesis --
logic type	synth area share, %
AND/OR/NAND/NOR	26.4
AND-OR/OR-AND	28.3
buffers and inverters	9.12
flip-flops	19.5
latches	14.6
XOR/XNOR	2.13
-- placed cells by master, fill, tap and decap left out, drive strengths merged, types with 2 or more instances in the layout --
master,netlist,layout
o21ai,2,2
clkdlybuf4s15,0,3
dlxtn,4,4
a21oi,3,3
nor4,2,2
clkdlybuf4s50,0,7
nor2,4,4
inv,2,2
dfxtp,4,4
clkbuf,5,3
buf,2,5
-- worst max path at each step --
stage	end	slack [ns]	cells past startpoint
after CTS	out[2]	0.01	1
after global routing	out[0]	0.004	1
final	out[0]	0.03	1
-- final cells by class --
type	count	area [sq um]
clock buffers	3	22.5
fillers	388	2800
inverters	2	7.51
multi-input cells	33	234
flip-flops and latches	8	145
well taps	46	57.6
repair buffers	16	146
-- per-layer routing --
metal / wire length, um / share of wire (%)
met4: 24 / 2.3
met2: 335 / 33
met5: 0 / 0
met1: 522 / 51
met3: 142 / 14
-- repair_timing --
action,4_1_cts,5_1_grt
setup endpoints to repair,4,2
buffers inserted,1,0
gates resized,9,2
-- power by group through the flow --
stage / Combinational, uW / Sequential [uW] / Clock (uW)
5_1_grt: 74.2 / 161 / 223
4_1_cts: 66.2 / 161 / 217
6_report: 66.7 / 161 / 203
-- through the flow --
stage | power [uW] | util, % | area, sq um | cells | setup TNS [ns]
after CTS | 444 | 17.9 | 611 | 108 | 0
after detailed placement | 230 | 17.0 | 579 | 104 | -0.0120
after global routing | 458 | 17.9 | 613 | 108 | 0
after global placement | 230 | 17.0 | 579 | 104 | -0.0345
final | 431 | 17.9 | 613 | 108 | 0
after floorplan | 191 | - | 412 | 50 | 0
-- registers in the layout, indices dropped and copies added (netlist names) --
| name | count |
|---|---|
| next_state | 4 |
| state | 4 |
No activity file was given, so power comes from the tool's default toggle rates.
